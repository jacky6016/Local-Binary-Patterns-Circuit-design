## flow/design.v

```verilog
`timescale 1ns/10ps
module LBP ( clk, reset, gray_addr, gray_req, gray_ready, gray_data, lbp_addr, lbp_valid, lbp_data, finish);
input   		clk;
input   		reset;
output  [13:0] 	gray_addr;
output         	gray_req;
input   		gray_ready;
input   [7:0] 	gray_data;
output  [13:0] 	lbp_addr;
output  		lbp_valid;
output  [7:0] 	lbp_data;
output  		finish;
reg [13:0] 	gray_addr;
reg 		gray_req;
reg [13:0] 	lbp_addr, nxt_lbp_addr;
reg 		lbp_valid;
reg [7:0] 	lbp_data, nxt_lbp_data;
reg 		finish;
reg [7:0] g_c, g_p1, g_p2, g_p3, g_p4, g_p5, g_p6, g_p7, g_p8;
reg [1:0] state, nxt_state;
reg [3:0] entries_filled;
always@(posedge clk or posedge reset) begin
	if(reset)
		state <= 2'd0;
	else
		state <= nxt_state;
end
always@(*) begin
	case(state) 
		2'd0: begin
			if(entries_filled == 4'd8)
					nxt_state = 2'd1;
			else
				nxt_state = 2'd0;
		end
		2'd1: begin
			nxt_state = 2'd2;
		end
		2'd2: begin
			nxt_state = 2'd0;
		end
		2'd3: begin
			nxt_state = 2'd3;
		end
		default: nxt_state = 2'd3;
	endcase
end
always@(posedge clk or posedge reset) begin
	if(reset) begin
		gray_req <= 1'b0;
	end
	else begin
		if(gray_ready) begin
			gray_req <= 1'b1;
		end	
		else begin
			gray_req <= 1'b0;
		end	
	end
end
always@(posedge clk or posedge reset) begin
	if(reset) begin
		entries_filled <= 4'd0;
	end
	else if(gray_ready) begin
		if(entries_filled == 4'd8) begin
			if(gray_addr[6] & gray_addr[5] & gray_addr[4] & gray_addr[3] & gray_addr[2] & gray_addr[1] & gray_addr[0])
				entries_filled <= 4'd0;
			else
				entries_filled <= 4'd6;
		end
		else begin
			entries_filled <= entries_filled + 4'd1;
		end	
	end 
	else begin
		entries_filled <= entries_filled;		
	end
end
always@(posedge clk or posedge reset) begin
	if(reset) begin
		gray_addr <= 14'd129;
	end
	else if(gray_ready) begin
		if(entries_filled == 4'd0) begin
			if(gray_addr[6] & gray_addr[5] & gray_addr[4] & gray_addr[3] & gray_addr[2] & gray_addr[1] & gray_addr[0]) begin
				gray_addr <= gray_addr - 14'd127;
			end
			else
				gray_addr <= gray_addr - 14'd129;
		end
		else if(entries_filled == 4'd1) begin
			gray_addr <= gray_addr + 14'd256;
		end
		else if(entries_filled == 4'd2) begin
			gray_addr <= gray_addr - 14'd128;
		end
		else if(entries_filled == 4'd3) begin
			gray_addr <= gray_addr - 14'd127;
		end
		else if(entries_filled == 4'd4) begin
			gray_addr <= gray_addr + 14'd256;
		end
		else if(entries_filled == 4'd5) begin
			gray_addr <= gray_addr - 14'd128;
		end
		else if(entries_filled == 4'd6) begin
			gray_addr <= gray_addr - 14'd127;
		end
		else if(entries_filled == 4'd7) begin
			gray_addr <= gray_addr + 14'd256;
		end
		else if(entries_filled == 4'd8) begin
			gray_addr <= gray_addr - 14'd128;
		end
	end
	else begin
		gray_addr <= gray_addr;
	end
end
always@(posedge clk or posedge reset) begin
	if(reset) begin
		lbp_addr <= 14'd129;
	end
	else begin
		lbp_addr <= nxt_lbp_addr;
	end
end
always@(*) begin
	if(lbp_valid) begin
		if(lbp_addr[6] & lbp_addr[5] & lbp_addr[4] & lbp_addr[3] & lbp_addr[2] & lbp_addr[1]) begin
			nxt_lbp_addr = lbp_addr + 3;
		end
		else begin
			nxt_lbp_addr = lbp_addr + 1;
		end
	end
	else begin
		nxt_lbp_addr = lbp_addr;
	end	
end
always@(posedge clk or posedge reset) begin
	if(reset) begin
		lbp_valid <= 1'b0;
	end
	else if(state == 2'd2) begin
		lbp_valid <= 1'b1;
	end
	else begin
		lbp_valid <= 1'b0;
	end
end
always@(posedge clk or posedge reset) begin
	if(reset) begin
		finish <= 1'b0;
	end
	else begin
		if(lbp_addr == 16254)
			finish <= 1'd1;
		else
			finish <= 1'd0;
	end
end
always@(posedge clk or posedge reset) begin
	if(reset) begin
		lbp_data <= 8'd0;
	end
	else begin
		lbp_data <= nxt_lbp_data;
	end
end
always@(posedge clk or posedge reset) begin
	if(reset) begin
		g_c  <= 8'd0;
		g_p1 <= 8'd0;
		g_p2 <= 8'd0;
		g_p3 <= 8'd0;
		g_p4 <= 8'd0;
		g_p5 <= 8'd0;
		g_p6 <= 8'd0;
		g_p7 <= 8'd0;
		g_p8 <= 8'd0;
	end
	else begin
		g_c  <= g_p3;	
		g_p1 <= g_p6;
		g_p2 <= g_p7;
		g_p3 <= g_p8;
		g_p4 <= g_p2;
		g_p5 <= gray_data;
		g_p6 <= g_p4;		
		g_p7 <= g_c;
		g_p8 <= g_p5;
	end
end
always@(*)begin
	if(g_p1 < g_c)begin
		nxt_lbp_data[0]  = 1'b0;
	end
	else begin
		nxt_lbp_data[0]  = 1'b1;
	end
	if(g_p2 < g_c)begin
		nxt_lbp_data[1]  = 1'b0;
	end
	else begin
		nxt_lbp_data[1]  = 1'b1;
	end
	if(g_p3 < g_c)begin
		nxt_lbp_data[2]  = 1'b0;
	end
	else begin
		nxt_lbp_data[2]  = 1'b1;
	end
	if(g_p4 < g_c)begin
		nxt_lbp_data[3]  = 1'b0;
	end
	else begin
		nxt_lbp_data[3]  = 1'b1;
	end
	if(g_p5 < g_c)begin
		nxt_lbp_data[4]  = 1'b0;
	end
	else begin
		nxt_lbp_data[4]  = 1'b1;
	end
	if(g_p6 < g_c)begin
		nxt_lbp_data[5]  = 1'b0;
	end
	else begin
		nxt_lbp_data[5]  = 1'b1;
	end
	if(g_p7 < g_c)begin
		nxt_lbp_data[6]  = 1'b0;
	end
	else begin
		nxt_lbp_data[6]  = 1'b1;
	end
	if(g_p8 < g_c)begin
		nxt_lbp_data[7]  = 1'b0;
	end
	else begin
	nxt_lbp_data[7]  = 1'b1;
	end
end
endmodule
```

## flow/config.mk

```make
export PLATFORM = sky130hd
export DESIGN_NAME = LBP
export DESIGN_NICKNAME = LBP
export VERILOG_FILES = /design/flow/design.v
export SDC_FILE = /design/flow/constraint.sdc
export NUM_CORES = 4
export LEC_CHECK = 1
export CORE_UTILIZATION = 30
```

## flow/run.sh

```bash
#!/bin/bash
# OpenROAD 26Q1-2900-gdf79404cd8, Yosys 0.63+post, stock flow scripts
make -C /OpenROAD-flow-scripts/flow DESIGN_CONFIG=/design/flow/config.mk WORK_HOME=/design/flow/orfs finish
```

## flow/constraint.sdc

```tcl
current_design LBP

set clk_period 5.2
set clk_io_pct 0.2

create_clock -name clk0 -period $clk_period [get_ports {clk}]

set non_clock_inputs [all_inputs -no_clocks]
set_input_delay [expr $clk_period * $clk_io_pct] -clock clk0 $non_clock_inputs
set_output_delay [expr $clk_period * $clk_io_pct] -clock clk0 [all_outputs]
```

==> flow_metrics.rpt <==
FLOW METRICS REPORT
----------------------------------------------------
[Global routing]
  Congestion Overflow GR ........................ 0
  Combined global-route utilization of all metal layers ........................ 0.136
  Antenna violations before repair ........................ 0
  Vias in the first global route ........................ 4,524
  Maximum number of pins on one net before global-route repair ........................ 45
  Wire length of the first global-routing pass ........................ 23,100 um

[Detailed routing]
  DRC violations left ........................ 0
  Detail-routed net length per standard cell ........................ 14.4 um
  Number of search-and-repair iterations in the first detailed-routing pass ........................ 5
  Detail Route Antenna Nets ........................ 0
  Final wirelength ........................ 13,300 um
  Diodes inserted ........................ 0
  Vias ........................ 4,592
  Count of routing violations after the opening detailed-route iteration ........................ 274
  Average via count per standard cell ........................ 4.96

[Logic synthesis]
  Post-Synthesis Mean Instance Area ........................ 10.5 um^2
  EDFF count, synth ........................ 0
  Tally of unique sky130hd cells used after synthesis ........................ 70
  Async SR Flop Fraction ........................ 1.00
  Cell Area, Synth ........................ 0.00626 mm^2
  Post-synth top flop ........................ dfrtp_1
  Number of standard cells after synthesis ........................ 594
  Count of synthesis-stage warnings from yosys ........................ 1
  Area of the synthesized netlist per yosys stat ........................ 0.00626 mm^2
  Part of the Yosys area used for sequential elements ........................ 0.472
  Cells in synth_stat.txt ........................ 594
  Number of flip-flops and latches in the synthesized netlist ........................ 118

[Clock tree]
  TritonCTS sink count ........................ 118
  Root Buffer Master ........................ clkbuf_16
  CTS tree ........................ done
  Clock buffer count from CTS ........................ 17
  Number of levels in the clock H-tree ........................ 4
  Clock-pin slew reported for the worst setup and hold paths after clock tree synthesis ........................ 0.06 ns
  Post-CTS repair timing setup buffer count ........................ 0
  CTS resizes ........................ 0
  Source-to-sink clock delay at the later pin of the worst-skew pair ........................ 0.41 ns
  Number of hold buffers added after cts ........................ 0
  Maximum number of buffers from clock root to sink ........................ 2

[Layout]
  P&R area growth vs syn ........................ 21.1%
  Cell Count, Final, Fillers Out ........................ 926
  Fraction of layout cells with a size suffix above 1 ........................ 0.0884

[Pwr]
  Post-layout total power ........................ 3390 uW
  Maximum vdd drop ........................ 0.000273 V
  Pleak ........................ 0.00335 uW
  Total power divided by cell area ........................ 447 mW/mm^2

[Final timing]
  Unrepaired setup endpoints after global routing ........................ false
  Tcrit/Tclk final ........................ 0.511
  Setup total negative slack ........................ 0 ns
  Finish-stage setup viols ........................ 0
  Transition time of the tightest slew-check pin ........................ 0.662 ns
  Total count of hold-check failures in the final report ........................ 0
  Fmax ........................ 376 MHz
  Minimum clock period ........................ 2.66 ns
  Final number of max-transition violations ........................ 0
  Clock Skew ........................ 0.0122 ns
  Normalized max-slew margin ........................ 0.555

[Setup path]
  Crit path max-delay cell type ........................ dfrtp_1
  Crit Path Category ........................ flip-flop to primary output
  Critical path capture point type ........................ primary output
  Crit path DRT ........................ 4.16 ns
  Cell breakdown of the critical path ........................ clkdlybuf4s50_1
  Startpoint types ........................ flip-flop
  Worst endpoint data arrival time ........................ 1.62 ns
  Sum of buffers and inverters on the critical path ........................ 1
  Family of cells with the greatest summed delay on the critical path ........................ flip-flops
  Max stage delay on crit path ........................ 0.63 ns
  Crit-path max FO ........................ 15

[Job]
  Max-cap viol count ........................ 0
  Count of warning messages emitted by the tools ........................ 33

[Die]
  Top-level port count ........................ 50
  Starting density of the core ........................ 0.308
  Core Area ........................ 0.0204 mm^2
  Vertical die dimension ........................ 146 um
  Total die size ........................ 0.0215 mm^2
  Die x size ........................ 146 um
  Row Count ........................ 52

[Placed design]
  Final weighted congestion of routability-driven global placement ........................ 0.916
  Placed cell count ........................ 894
  Count of buffers from port buffering ........................ 49
  Final HPWL from detailed placement ........................ 9390 um

[Status]
  Status ........................ finished, final reports clean

[Min path]
  Class of the worst hold path ........................ flip-flop to flip-flop

----------------------------------------------------
cells in the mapped netlist (4+ instances only):
cell       instances  area (um^2)
inv_1             25         93.8
o31ai_1            4         30.0
xnor2_1           16          140
and3_1             8         50.1
xor2_1             8         70.1
nor4_1             4         25.0
nand2_1           43          161
dfstp_2            5          131
a21o_1            19          143
a31oi_1            7         43.8
a21oi_1           47          235
a2111oi_0          4         35.0
nor3_1            12         60.1
nor2_1            26         97.6
clkbuf_1          15         56.3
nand3_1           22          110
nand2b_1          16          100
nor2b_1            4         25.0
a22oi_1            4         30.0
ha_1              69          863
buf_2              9         45.0
and2_1             5         31.3
o21a_1            13         97.6
o21ai_0           25          125
dfrtp_1          113         2830
a211o_1            9         78.8
registers in the layout (all words and copies together), names as in the netlist:
signal	cells
gray_addr	14
lbp_addr	14
g_c	8
g_p1	8
g_p2	8
g_p3	8
g_p4	8
g_p5	8
g_p6	8
g_p7	8
g_p8	8
lbp_data	8
entries_filled	4
state	3
finish	1
gray_req	1
lbp_valid	1
kinds of logic (layout without fill, tap and decap cells):
logic type / count (synthesis) / count (layout) / synth area share
compound gates: 172 / 172 / 0.188
xor+xnor: 24 / 24 / 0.0336
fa+ha+maj: 69 / 69 / 0.138
buf+inv: 51 / 113 / 0.0336
flops: 118 / 118 / 0.472
mux: 4 / 4 / 0.00679
simple gates: 156 / 156 / 0.127
final timing paths:
| path | startpoint | to | slack [ns] | depth (start not counted) |
|---|---|---|---|---|
| worst max-delay path | gray_addr[10]$_DFFE_PP0P_ | gray_addr[10] | 2.54 | 1 |
| worst min-delay path | state[2]$_DFF_PP0_ | state[1]$_DFF_PP0_ | 0.35 | 0 |
| worst max register to register | gray_addr[8]$_DFFE_PP0P_ | gray_addr[10]$_DFFE_PP0P_ | 2.61 | 7 |
| worst min register to register | state[2]$_DFF_PP0_ | state[1]$_DFF_PP0_ | 0.35 | 0 |
| max in group asynchronous | reset | g_p7[5]$_DFF_PP0_ | 3.24 | 3 |
| min in group asynchronous | reset | gray_addr[4]$_DFFE_PP0P_ | 1.03 | 2 |
layout by cell type, fill, tap and decap left out, drive strengths merged, types with 3 or more instances in the layout:
| master | synthesis | layout |
|---|---|---|
| a2111oi | 4 | 4 |
| a211o | 9 | 9 |
| a211oi | 5 | 5 |
| a21o | 19 | 19 |
| a21oi | 47 | 47 |
| a221oi | 3 | 3 |
| a22oi | 4 | 4 |
| a31oi | 7 | 7 |
| a41oi | 3 | 3 |
| and2 | 7 | 7 |
| and3 | 8 | 8 |
| buf | 10 | 6 |
| clkbuf | 15 | 17 |
| clkdlybuf4s50 | 0 | 49 |
| dfrtp | 113 | 113 |
| dfstp | 5 | 5 |
| ha | 69 | 69 |
| inv | 26 | 37 |
| nand2 | 43 | 43 |
| nand2b | 16 | 16 |
| nand3 | 22 | 22 |
| nand4 | 4 | 4 |
| nor2 | 27 | 27 |
| nor2b | 4 | 4 |
| nor3 | 12 | 12 |
| nor4 | 5 | 5 |
| o21a | 13 | 13 |
| o21ai | 29 | 29 |
| o31ai | 5 | 5 |
| o41ai | 3 | 3 |
| xnor2 | 16 | 16 |
| xor2 | 8 | 8 |
where the power goes:
group          internal, uW  leakage [uW]  switching (uW)
combinational           475       0.00167             647
clock                   630      0.000272             482
sequential             1020       0.00141             139
per-stage QoR:
step / instance area, um^2 / worst slack (ns) / util / hold slack (ns)
after global routing: 7580 / 2.39 / 0.372 / 0.360
after CTS: 7580 / 2.52 / 0.372 / 0.348
after floorplan: 6260 / 1.04 / - / 0.331
final: 7580 / 2.54 / 0.372 / 0.348
after detailed placement: 7030 / 2.28 / 0.345 / 0.335
after global placement: 7030 / 2.32 / 0.345 / 0.334
per-layer routing:
| metal | GRT usage | share of wire | up-vias |
|---|---|---|---|
| li1 | - | - | 2276 |
| met1 | 0.201 | 0.48 | 2172 |
| met2 | 0.209 | 0.45 | 122 |
| met3 | 0.0283 | 0.049 | 22 |
| met4 | 0.0328 | 0.022 | 0 |
| met5 | 0 | 0 | - |
area by class of cell:
type	instances	area, um^2
multi-input cells	425	3090
inverters	26	100
well taps	270	338
flip-flops and latches	118	2960
fillers	1937	12800
clock buffers	17	425
clock inverters	15	133
repair buffers	55	536
Power and IR drop assume default switching activity.
